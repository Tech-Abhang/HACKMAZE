### /design/flow/config.mk
export PLATFORM = sky130hd
export DESIGN_NAME = audio_file_reader
export DESIGN_NICKNAME = audio_file_reader
export VERILOG_FILES = /design/flow/design.v
export SDC_FILE = /design/flow/constraint.sdc
export NUM_CORES = 4
export LEC_CHECK = 1
export CORE_AREA = 10 10 107 107
export DIE_AREA = 0 0 117 117
### /design/flow/constraint.sdc
current_design audio_file_reader

set clk_period 2.0
set clk_io_pct 0.2

create_clock -name clk0 -period $clk_period [get_ports {clk}]

set non_clock_inputs [all_inputs -no_clocks]
set_input_delay [expr $clk_period * $clk_io_pct] -clock clk0 $non_clock_inputs
set_output_delay [expr $clk_period * $clk_io_pct] -clock clk0 [all_outputs]
### /design/flow/design.v
`timescale 1ns / 1ps
(* KEEP_HIERARCHY = "yes" *)
module audio_file_reader (
  (* DONT_TOUCH = "true" *) 
  (* CLOCK_DEDICATED_ROUTE = "TRUE" *)
  input  wire        clk,             
  input  wire        rst,             
  output reg         sd_read_req,     
  input  wire        sd_data_valid,   
  input  wire [7:0]  sd_data,         
  output reg  [7:0]  mfcc_data,       
  output reg         mfcc_data_valid, 
  input  wire        mfcc_data_ready  
);
  parameter NUM_SAMPLES = 1024;
  localparam IDLE = 2'b00,
             READ = 2'b01,
             SEND = 2'b10,
             DONE = 2'b11;
  reg [1:0] state, next_state;
  reg [15:0] sample_count;   
  always @(posedge clk or posedge rst) begin
    if (rst) begin
      state         <= IDLE;
      sample_count  <= 16'd0;
    end else begin
      state <= next_state;
      if ((state == SEND) && mfcc_data_ready)
        sample_count <= sample_count + 16'd1;
    end
  end
  always @(*) begin
    next_state = state;   
    case (state)
      IDLE: begin
        next_state = READ;
      end
      READ: begin
        if (sd_data_valid)
          next_state = SEND;
        else
          next_state = READ;
      end
      SEND: begin
        if (mfcc_data_ready) begin
          if (sample_count + 1 >= NUM_SAMPLES)
            next_state = DONE;
          else
            next_state = READ;
        end else begin
          next_state = SEND;
        end
      end
      DONE: begin
        next_state = DONE;
      end
      default: next_state = IDLE;
    endcase
  end
  always @(posedge clk or posedge rst) begin
    if (rst) begin
      sd_read_req     <= 1'b0;
      mfcc_data_valid <= 1'b0;
      mfcc_data       <= 8'd0;
    end else begin
      case (state)
        IDLE: begin
          sd_read_req     <= 1'b0;
          mfcc_data_valid <= 1'b0;
          mfcc_data       <= 8'd0;
        end
        READ: begin
          sd_read_req     <= 1'b1;
          mfcc_data_valid <= 1'b0;
          mfcc_data       <= 8'd0;
        end
        SEND: begin
          sd_read_req     <= 1'b0;
          mfcc_data_valid <= 1'b1;
          mfcc_data       <= sd_data;
        end
        DONE: begin
          sd_read_req     <= 1'b0;
          mfcc_data_valid <= 1'b0;
          mfcc_data       <= 8'd0;
        end
        default: begin
          sd_read_req     <= 1'b0;
          mfcc_data_valid <= 1'b0;
          mfcc_data       <= 8'd0;
        end
      endcase
    end
  end
endmodule
### /design/flow/run.sh
#!/bin/bash
# OpenROAD 26Q1-2900-gdf79404cd8, Yosys 0.63+post, stock flow scripts
make -C /OpenROAD-flow-scripts/flow DESIGN_CONFIG=/design/flow/config.mk WORK_HOME=/design/flow/orfs finish
==> impl_metrics.csv <==
group,metric,value,unit
die,design.core.area,9200,um2
clock_tree,root_buffer,"clkbuf_8",
yosys,synth_seq_share,55.9,%
yosys,yosys-stat-area,1350,um2
finish,nFillCells,1001,
power,switching_share,25.8,%
drt,wl_per_cell,10.7,um
drt,insertedDiodeCount,0,
run,drv_cap,0,
sta,fin_ws,0.175,ns
sta,fin_crit_sh,91.2,%
worst_hold_path,min_path_type,"register to register",
placed_design,port_buffers,21,
sta,fmax,0.548,GHz
yosys,synth_cells,118,
yosys,ys_warn_count,1,
critical_path,cp.arrival,1.98,ns
die,die_w,117,um
sta,drv_slew,0,
power,p_leak,0.750,nW
critical_path,end_kind,"register",
sta,rsz0062_at_grt,"no",
finish,drive_gt1_share,10.3,%
critical_path,reg2regPathDepth,5,
placed_design,place_congestion,0.831,
drt,wl_met2,1.20,mm
finish,syn_to_final_growth,31.9,%
yosys,ys_cells,118,
global_routing,overflow,0,
drt,routed_via_density,3.63,
clock_tree,clock_latency,0.28,ns
yosys,synth_area,1350,um2
power,combPwrFrac,11.5,%
outcome,outcome,"finished clean",
critical_path,r2r-end,"state[3]",
clock_tree,cts_setup_buffers,0,
global_routing,grt_pass1_vias,939,
sta,clock_skew,0.00530,ns
global_routing,antenna_found_initial,0,
sta,fin_setup_tns,0,ns
worst_hold_path,min_from,"sample_count[15]",
worst_hold_path,hold-path-endpoint,"sample_count[15]",
global_routing,grt_usage,4.20,%
die,rows,35,
drt,drtIter0Drc,49,
drt,vias,930,
drt,drc,0,
drt,first_pass_iters,4,
power,seqPwrFrac,54.2,%
clock_tree,cts_resized,0,
sta,setup_viol_count_final,0,
critical_path,critical_path_class,"register to register",
drt,wl,2.73,mm
power,p_per_area,795,nW/um2
placed_design,dp_hpwl,2.06,mm
sta,finalCriticalPeriod,1.82,ns
global_routing,grt_max_degree,31,
clock_tree,cts_tree,"yes",
die,die_h,117,um
critical_path,worstPathMaxFanout,7,
critical_path,worstPathRequired,2.16,ns
clock_tree,numCtsBuffers,5,
run,warning_count,25,
clock_tree,cts.path.max_buffers,2,
power,power_switching,364,uW
clock_tree,hold_buffers,0,
die,initCoreUtil,14.6,%
drt,antenna_left,0,
drt,met3_wirelength,178,um
placed_design,dp_slack,0.100,ns
yosys,synth.distinct_cells,34,
power,clockPowerShare,34.3,%
critical_path,reg2reg_from,"sample_count[1]",
die,io_pins,22,
yosys,syn_avg_cell_area,11.4,um2
clock_tree,clk_pin_slew,0.06,ns
critical_path,start_kind,"register",
clock_tree,cts_max_level,2,
sta,hold_viol_final,0,
yosys,ys_ff,30,
power,peakVddDrop,0.262,mV
power,p_int,1.05,mW
worst_hold_path,hold_depth,1,
clock_tree,clkSinkCount,30,
drt,wl_met1,1.25,mm
critical_path,reg2reg_setup_slack,0.18,ns
drt,highest_layer,"met4",
global_routing,grt_pass1_wl,4.66,mm
die,die_area,13700,um2
==> sequential cells by signal (all words and copies together) (netlist names) <==
name             count
state                4
mfcc_data_valid      1
sd_read_req          1
sample_count        16
mfcc_data            8
==> layer usage <==
layer | vias to the layer above | global-route usage [%]
li1 | 456 | -
met1 | 447 | 6.05
met2 | 22 | 6.00
met3 | 5 | 1.19
met4 | 0 | 1.24
met5 | - | 0
==> layout by cell type (no fill, tap or decap), drive strengths merged, types with 5 or more instances in the layout <==
| master | synthesis | final |
|---|---|---|
| dfrtp | 29 | 29 |
| nor3 | 6 | 6 |
| inv | 5 | 5 |
| clkdlybuf4s50 | 0 | 21 |
| nand2 | 11 | 11 |
| nand4 | 6 | 6 |
| clkbuf | 1 | 8 |
| xor2 | 6 | 6 |
| xnor2 | 9 | 9 |
| nand3 | 8 | 8 |
| and2 | 9 | 9 |
==> cell usage after synthesis <==
cell	count	area share (%)
a2111oi_2	1	1.1
a211o_1	1	0.65
a21oi_1	2	0.74
and2_1	9	4.2
and3_1	1	0.46
buf_2	2	0.74
buf_6	1	0.84
clkbuf_1	1	0.28
conb_1	1	0.28
dfrtp_1	29	54
dfstp_2	1	2.0
ha_1	1	0.93
inv_1	5	1.4
mux2i_1	1	0.74
nand2_1	11	3.1
nand3_1	7	2.6
nand3_2	1	0.74
nand4_1	5	2.3
nand4_4	1	1.6
nand4b_1	1	0.65
nor2_1	3	0.84
nor3_1	6	2.2
nor3b_1	1	0.56
nor4_1	1	0.46
nor4_2	2	1.9
o21ai_0	1	0.37
o311ai_1	2	1.3
o31ai_1	1	0.56
o32a_1	1	0.74
o41ai_2	1	1.2
or2_1	1	0.46
or3_1	1	0.46
xnor2_1	9	5.9
xor2_1	6	3.9
==> worst max-delay path, cell delays in order, from the launching register on <==
cell      delay (ns)
dfrtp_1         0.46
ha_1            0.25
nand3_1         0.24
o41ai_2         0.30
o311ai_1        0.15
o32a_1          0.30
==> cell type report <==
cell class,instances,area [um2],area share (%)
Inverter,5,18.8,1.06
Sequential cell,30,752,42.4
Tap cell,111,139,7.82
Timing Repair Buffer,23,225,12.7
Multi-Input combinational cell,79,551,31.0
Clock buffer,8,90.1,5.07
==> cells by family after synthesis <==
group	Yosys count	share of synthesized area [%]
xor gates and xnor gates	15	9.76
AOI/OAI and AO/OA	10	6.69
muxes	1	0.744
other	1	0.279
and+or+nand+nor	51	22.5
DFF	30	55.9
adders and majority gates	1	0.929
buffers and inverters	9	3.25
==> power by group through the flow <==
| stage | Clock [mW] | Combinational, mW | Sequential, mW |
|---|---|---|---|
| finish | 0.484 | 0.163 | 0.764 |
| global route | 0.525 | 0.184 | 0.777 |
| CTS | 0.501 | 0.166 | 0.762 |
==> how the worst max path moves through the flow <==
stage / start / end / slack (ns) / cells past startpoint
after CTS: sample_count[0] / state[3] / 0.19 / 5
after global routing: sample_count[0] / state[3] / 0.05 / 5
final: sample_count[1] / state[3] / 0.18 / 5
==> metrics by stage <==
step / util, % / power, mW / hold WS, ns / std cells / area, um2
final: 19.3 / 1.41 / 0.495 / 256 / 1780
after floorplan: - / 0.870 / 0.454 / 118 / 1350
after CTS: 19.3 / 1.43 / 0.501 / 256 / 1780
after detailed placement: 18.3 / 0.939 / 0.493 / 248 / 1690
after global placement: 18.3 / 0.939 / 0.483 / 248 / 1690
after global routing: 19.3 / 1.49 / 0.520 / 256 / 1780
Power figures rest on the tool's default switching activity, not on a simulated workload.
